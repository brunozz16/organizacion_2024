===== flow/config.mk =====
export PLATFORM = sky130hd
export DESIGN_NAME = rv32i
export DESIGN_NICKNAME = rv32i
export VERILOG_FILES = /design/flow/design.v
export SDC_FILE = /design/flow/constraint.sdc
export NUM_CORES = 4
export LEC_CHECK = 1
export CORE_UTILIZATION = 40

===== flow/constraint.sdc =====
current_design rv32i

set clk_period 43.4
set clk_io_pct 0.2

create_clock -name clk0 -period $clk_period [get_ports {clk}]

set non_clock_inputs [all_inputs -no_clocks]
set_input_delay [expr $clk_period * $clk_io_pct] -clock clk0 $non_clock_inputs
set_output_delay [expr $clk_period * $clk_io_pct] -clock clk0 [all_outputs]

===== flow/design.v =====
module ALU (
    input wire [31:0] srcA,
input wire [31:0] srcB,
input wire [2:0] ALUControl,
output reg zero,
output wire [31:0] ALUResult
);
 reg [31:0] aux;
always@(*)begin
    if(ALUControl==3'b000)begin
        aux=srcA+srcB;
    end
    if (ALUControl==3'b001)begin
        aux=srcA-srcB;
    end
    if (ALUControl==3'b010)begin
        aux=srcA&srcB;
    end
    if (ALUControl==3'b011)begin
        aux=srcA|srcB;
    end
    if (ALUControl==3'b101)begin
        aux=srcA<srcB;
    end
    if(aux==32'b0)begin
        zero=1'b1;
    end 
    else begin 
        zero=1'b0;
    end
end
assign ALUResult=aux;
endmodule
module Adder (
    input [31:0] op1,
    input [31:0] op2,
    output [31:0] res
);
    assign res = op1 + op2;
endmodule
module BR (
    input wire clk,                  
    input wire [4:0] a1,             
    input wire [4:0] a2,             
    input wire [4:0] a3,             
    input wire [31:0] wd3,           
    input wire we3,                  
    output wire [31:0] rd1,          
    output wire [31:0] rd2           
);
    reg [31:0] registers [0:31];
    integer i;
    initial begin
        for (i = 0; i < 32; i = i + 1) begin
            registers[i] = 32'b0;    
        end
    end
    always @(posedge clk) begin
        if (we3 && a3 != 0) begin
            registers[a3] <= wd3;   
        end
    end
    assign rd1 = registers[a1];  
    assign rd2 = registers[a2];  
endmodule
module DM (
    input wire clk,
    input wire [4:0] a,
    input wire [31:0] wd,
    input wire we,
    output reg [31:0] rd
);
    reg [31:0] memory [0:31];
    always @(posedge clk) begin
        if (we) begin
            memory[a] <= wd;
        end
    end
    always @(*) begin
        rd = memory[a];
    end
endmodule
module PC (
    input wire clk,
    input wire reset,
    input wire [31:0] pcNext,
    output reg [31:0] pc
);
    always @(posedge clk or posedge reset) begin
        if (reset)
            pc <= 32'b0;
        else
            pc <= pcNext;
    end
endmodule
module  SE(
    input wire [24:0] inm,
    input wire [1:0] immSrc,
    output wire [31:0] immExt 
);
reg [31:0] inAux;
always @(*)begin
    if(immSrc==2'b00)begin
        inAux[11:0]=inm[24:13];
        inAux[31:12]={22{inm[24]}};
    end
    if(immSrc==2'b01)begin
        inAux[4:0]=inm[4:0];
        inAux[11:5]=inm[24:18];
        inAux[31:12]={22{inm[24]}};
    end
    if(immSrc==2'b10)begin
        inAux[0]=1'b0;
        inAux[4:1]=inm[4:1];
        inAux[10:5]=inm[23:18];
        inAux[11]=inm[0];
        inAux[31:12]={20{inm[24]}};
    end
    if (immSrc==2'b11)begin
      inAux[0]=1'b0;
      inAux[10:1]=inm[23:14];
      inAux[11]=inm[13];
      inAux[19:12]=inm[12:5];
      inAux[31:20]={12{inm[24]}};
    end
end
    assign immExt=inAux;
endmodule
module aluDeco (
    input opcode,
    input funct7,
    input [2:0] funct3,
    input [1:0] op,
    output reg [2:0] ALUControl
);
    reg[1:0] aux;
always@(*) begin
    aux[0]=funct7;
    aux[1]=opcode;
    if(op==2'b00)begin
        ALUControl=3'b000;
    end
    else if(op==2'b01)begin
        ALUControl=3'b001;
    end
    else if(op==2'b10 & funct3==3'b000 & aux!=2'b11)begin
            ALUControl=3'b000;
    end
    else if(op==2'b10 & funct3==3'b000 &aux==2'b11)begin
        ALUControl=3'b001;
    end
    else if(op==2'b10 &funct3==3'b010)begin
        ALUControl=3'b101;
    end
    else if(op==2'b10 & funct3==3'b110)begin
        ALUControl=3'b011;
    end
    else if (op==2'b10&funct3==3'b111)begin
        ALUControl=3'b010;
    end
end
endmodule
module controlUnit (
    input wire [6:0] op,
    input wire [2:0] funct3,
    input wire funct7,
    input wire zero,
    output wire branch, memWrite, aluSrc, regWrite, pcSrc,
    output wire [1:0] resultSrc, immSrc,
    output wire [2:0] ALUcontrol
);
    wire [1:0] aluOp;
    wire jump;
    mainDeco main_decoder(
        .op(op),
        .branch(branch),
        .resultSrc(resultSrc),
        .memWrite(memWrite),
        .aluSrc(aluSrc),
        .immSrc(immSrc),
        .regWrite(regWrite),
        .aluOp(aluOp),
        .jump(jump)
    );
    aluDeco alu_decoder(
        .op(aluOp),
        .opcode(op[5]),
        .funct3(funct3),
        .funct7(funct7),
        .ALUControl(ALUcontrol)
    );
    assign pcSrc = (branch & zero) | jump;
endmodule
module dataPath (
    input wire clk,
    input wire reset,
    input wire aluSrc, memWrite, regWrite, pcSrc,
    input wire [1:0] resultSrc, immSrc,
    input wire [2:0] ALUcontrol,
    output wire zero,
    output wire [31:0] pc,
    output wire [31:0] writeData,   
    output wire [31:0] instruction      
);
    wire [31:0] pcNext, pcPlus4, pcTarget, immExt;
    wire [31:0] rd1, rd2, srcb, readData, result;
    wire [31:0] aluResult;
    PC pc_reg (
        .clk(clk),
        .reset(reset),
        .pcNext(pcNext),
        .pc(pc)
    );
    rom instructionMemory (
        .address(pc[6:2]),
        .readData(instruction)
    );
    BR regFile (
        .clk(clk),
        .we3(regWrite),
        .a1(instruction[19:15]),
        .a2(instruction[24:20]),
        .a3(instruction[11:7]),
        .wd3(result),
        .rd1(rd1),
        .rd2(rd2)
    );
    SE sign_ext (
        .inm(instruction[31:7]),
        .immSrc(immSrc),
        .immExt(immExt)
    );
    ALU alu (
        .srcA(rd1),
        .srcB(srcb),
        .ALUControl(ALUcontrol),
        .ALUResult(aluResult),
        .zero(zero)
    );
    DM data_memory (
        .clk(clk),
        .a(aluResult[6:2]),
        .wd(rd2),
        .we(memWrite),
        .rd(readData)
    );
    Adder pc_increment (
        .op1(pc),
        .op2(32'd4),
        .res(pcPlus4)
    );
    Mux2x1 alu_src_mux (
        .e1(rd2),
        .e2(immExt),
        .sel(aluSrc),
        .salMux(srcb)
    );
    Adder branch_adder (
        .op1(pc),
        .op2(immExt),
        .res(pcTarget)
    );
    Mux2x1 pc_mux (
        .e1(pcPlus4),
        .e2(pcTarget),
        .sel(pcSrc),
        .salMux(pcNext)
    );
    mux3x1 result_mux(
        .e1(aluResult),
        .e2(readData),
        .e3(pcPlus4),
        .sel(resultSrc),
        .sal(result)
    );
    assign writeData = rd2;  
endmodule
module mainDeco (
    input [6:0] op,
    output reg branch,
    output reg [1:0] resultSrc,
    output reg memWrite,
    output reg aluSrc,
    output reg [1:0] immSrc,
    output reg regWrite,
    output reg [1:0] aluOp,
    output reg jump  
);
    always @(*) begin
    if(op==7'b0000011)begin
        regWrite=1'b1;
        immSrc=2'b00;
        aluSrc=1'b1;
        memWrite=1'b0;
        resultSrc=2'b01;
        branch=1'b0;
        aluOp=2'b00;
        jump=1'b0;
    end
    else if(op==7'b0100011)begin
        regWrite=1'b0;
        immSrc=2'b01;
        aluSrc=1'b1;
        memWrite=1'b1;
        branch=1'b0;
        aluOp=2'b00;
        jump=1'b0;
    end
    else  if(op==7'b0110011)begin
         regWrite=1'b1;
        aluSrc=1'b0;
        memWrite=1'b0;
        resultSrc=2'b00;
        branch=1'b0;
        aluOp=2'b10;
        jump=1'b0;
    end
    else if(op==7'b1100011)begin
        regWrite=1'b0;
        immSrc=2'b10;
        aluSrc=1'b0;
        memWrite=1'b0;
        branch=1'b1;
        aluOp=2'b01;
        jump=1'b0;
    end
    else if (op==7'b0010011)begin
        regWrite=1'b1;
        immSrc=2'b00;
        aluSrc=1'b1;
        memWrite=1'b0;
        resultSrc=2'b00;
        branch=1'b0;
        aluOp=2'b10;
        jump=1'b0;
    end
    else if (op==7'b1101111)begin
        regWrite=1'b1;
        immSrc=2'b11;
        memWrite=1'b0;
        resultSrc=2'b10;
        branch=1'b0;
        jump=1'b1;
    end
end
endmodule
module Mux2x1 (
    input [31:0] e1,
    input [31:0] e2,  
    input sel,
    output [31:0] salMux
);
    assign salMux = sel ? e2 : e1;
endmodule
module mux3x1(
    input wire [31:0] e1, e2, e3,
    input wire [1:0] sel,
    output reg [31:0] sal
);
always @(*)begin
   if(sel==2'b00)begin
    sal=e1;
   end
   if(sel==2'b01)begin
    sal=e2;
   end
   if(sel==2'b10)begin
    sal=e3;
   end 
end
endmodule
module rom (
    input wire [4:0] address,      
    output reg [31:0] readData         
);
   reg [31:0] memory [0:31]; 
        initial begin
            memory[0]  <= 32'h00300413;  
            memory[1]  <= 32'h00100493;  
            memory[2]  <= 32'h01000913;  
            memory[3]  <= 32'h009462b3;  
            memory[4]  <= 32'h00947333;  
            memory[5]  <= 32'h009403b3;  
            memory[6]  <= 32'h40940e33;  
            memory[7]  <= 32'h40848eb3;  
            memory[8]  <= 32'h00942f33;  
            memory[9]  <= 32'h0084afb3;  
            memory[10] <= 32'h01d4afb3;  
            memory[11] <= 32'h00100293;  
            memory[12] <= 32'h00000313;  
            memory[13] <= 32'h01228863;  
            memory[14] <= 32'h005282b3;  
            memory[15] <= 32'h00130313;  
            memory[16] <= 32'hff5ff06f;  
            memory[17] <= 32'h000004b3;  
            memory[18] <= 32'h00000293;  
            memory[19] <= 32'h00a00313;  
            memory[20] <= 32'h00628863;  
            memory[21] <= 32'h008484b3;  
            memory[22] <= 32'h00128293;  
            memory[23] <= 32'hff5ff06f;  
            memory[24] <= 32'h00802023;  
            memory[25] <= 32'h00902223;  
            memory[26] <= 32'h01202423;  
            memory[27] <= 32'h00002283;  
            memory[28] <= 32'h00402303;  
            memory[29] <= 32'h00802383;  
        end
    always @(*) begin
        readData <= memory[address];   
    end
endmodule
module rv32i (
    input wire clk,
    input wire reset,
    output wire [31:0] pc
);
    wire branch, memWrite, aluSrc, regWrite, pcSrc;
    wire [1:0] resSrc, inmSrc;
    wire [2:0] ALUcontrol;
    wire zero;
    wire [31:0] aluResult, writeData;
    wire [31:0] instruction;
    controlUnit control_unit (
        .op(instruction[6:0]),
        .funct3(instruction[14:12]),
        .funct7(instruction[30]),
        .zero(zero),
        .resultSrc(resSrc),
        .memWrite(memWrite),
        .aluSrc(aluSrc),
        .immSrc(inmSrc),
        .regWrite(regWrite),
        .ALUcontrol(ALUcontrol),
        .pcSrc(pcSrc)
    );
    dataPath data_path (
        .clk(clk),
        .reset(reset),
        .aluSrc(aluSrc),
        .memWrite(memWrite),
        .regWrite(regWrite),
        .pcSrc(pcSrc),
        .resultSrc(resSrc),
        .immSrc(inmSrc),
        .ALUcontrol(ALUcontrol),
        .zero(zero),
        .pc(pc),
        .writeData(writeData),
        .instruction(instruction)
    );
endmodule

===== flow/run.sh =====
#!/bin/bash
# OpenROAD 26Q1-2900-gdf79404cd8, Yosys 0.63+post, stock flow scripts
make -C /OpenROAD-flow-scripts/flow DESIGN_CONFIG=/design/flow/config.mk WORK_HOME=/design/flow/orfs finish

==> results.json <==
{
  "path_buffers": 1,
  "synth_top_area_share_pct": 61.5,
  "maxCapViolations": 0,
  "yosysUniqueCellTypes": 92,
  "ff2ff_path_depth": 28,
  "hold_end": "data_path.pc_reg.pc[0]",
  "r2r_slack_ps": 33040,
  "root_buffer": "clkbuf_16",
  "insertion_delay_ps": 920,
  "drive_above_1_share_pct": 17.2,
  "whs_ps": 691,
  "crit_path_max_fanout": 20,
  "synth_cells": 6970,
  "synthArstFlopShare_pct": 1.47,
  "finalSetupTns_ps": 0,
  "cp_slowest_cell": "dfrtp_1",
  "unclocked_pins": 93,
  "p_leak_uw": 0.0372,
  "grt_overflow": 0,
  "first_pass_iters": 6,
  "ys_ff": 2173,
  "clock_skew_ps": 92.7,
  "crit_chain": "clkdlybuf4s50_1",
  "synthFlopType": "edfxtp_1",
  "end_kind": "primary output",
  "critPathKind": "reg2out",
  "r2r-start": "data_path.pc_reg.pc[2]",
  "setup_violations": 0,
  "die_width_um": 502,
  "dpl.hpwl_mm": 185,
  "port_buffers": 33,
  "untimed_endpoints": 1117,
  "arrival_ps": 2310,
  "area_leaders": "edfxtp_1, mux4_2, nand2_1, a211oi_1, and2_1",
  "initial_core_util_pct": 40.2,
  "ys_cells": 6970,
  "total_power_uw": 3970,
  "die_h_um": 502,
  "crit_family": "flip-flops",
  "grt_pass1_vias": 66500,
  "std_cell_rows": 183,
  "finalCriticalPeriod_ps": 10990,
  "status": "finished clean",
  "yosysChipArea_mm2": 0.100,
  "drc_errors": 0,
  "totalWireLength_mm": 310,
  "htree_num_levels": 4,
  "hold_path.class": "reg2reg",
  "cts_tree": "yes",
  "grt_start_max_net_pins": 139,
  "final-hold-violation-count": 0,
  "crit_required_ps": 34720,
  "postSynthAreaPerCell_um2": 14.4,
  "ant_nets": 0,
  "grt_antenna_before_repair": 7,
  "openroad.warnings": 117,
  "largest_area_cell": "edfxtp_1",
  "wire_per_inst_um": 29.5,
  "fin_crit_sh_pct": 25.3,
  "max_freq_mhz": 91.0,
  "vdd_drop_max_v": 0.0000379,
  "numCtsBuffers": 208,
  "layout_top_cells": "edfxtp_1, nand2_1, mux4_2, a211oi_1, a21oi_1",
  "post_cts_buffers": 0,
  "nFillCells": 21100,
  "worst_pin_slew_ps": 1070,
  "drt-initial-drc-count": 4829,
  "netlist_area_mm2": 0.100,
  "postCtsHoldBufs": 0,
  "startpoint_type": "register",
  "yosys_warnings": 9,
  "worstHoldPathCells": 1,
  "gp_congestion": 0.968,
  "vias": 63100,
  "rsz0062_at_grt": "false",
  "top_regs": "data_path.data_memory.memory: 1024 flops, data_path.regFile.registers: 1024 flops",
  "hp-start": "data_path.pc_reg.pc[0]",
  "area_growth_pct": 12.3,
  "grt_use_total_pct": 27.0,
  "power.density_mw_per_mm2": 35.3,
  "rr_endpoint": "data_path.pc_reg.pc[31]",
  "grt_pass1_wl_mm": 451,
  "cpPeakStageDelay_ps": 810,
  "viasPerCell": 6.00,
  "clk_pin_slew_ps": 70,
  "cts_resized": 0,
  "slew_headroom_pct": 28.4,
  "chip_area_mm2": 0.252,
  "io_pins": 34,
  "cts.path.max_buffers": 3,
  "layout.cells.most_common": "edfxtp_1",
  "slew_viol_final": 0,
  "synth-edff-count": 2048,
  "core_mm2": 0.249
}
==> metal layers <==
layer	wire (um)	GRT usage (%)	share of wire, %
met4	11300	7.62	3.6
met5	510	1.72	0.16
met3	53900	19.8	17
met2	139000	38.4	45
met1	105000	33.1	34
==> logic make-up after synthesis <==
logic type / count (synthesis) / share of synthesized area (%)
compound gates: 1534 / 10.4
xor+xnor: 79 / 0.692
fa+ha+maj: 145 / 1.84
buf+inv: 607 / 2.32
flops: 2080 / 62.3
latches: 93 / 1.40
mux: 619 / 12.9
other cells: 1 / 0.00375
simple gates: 1812 / 8.17
==> synthesized netlist by cell type, types with 29 or more instances <==
cell type and number:
a211oi_1 406, a21o_1 61, a21oi_1 310, a311oi_1 146
a31oi_1 163, and2_1 295, buf_1 91, buf_2 29
clkbuf_1 387, dfrtp_1 32, dlxtn_1 93, edfxtp_1 2048
ha_1 142, inv_1 93, mux2i_1 65, mux4_2 534
nand2_1 947, nand2b_1 34, nand3_1 83, nor2_1 283
nor2b_1 35, nor3_1 42, o211ai_1 52, o21a_1 34
o21ai_0 181, xnor2_1 46, xor2_1 33
==> cell type report <==
| type | instances | area (um^2) | share of cell area (%) |
|---|---|---|---|
| antenna | 4 | 10.0 | 0.00891 |
| clock buffer | 262 | 5410 | 4.81 |
| clock inverter | 122 | 1430 | 1.27 |
| inverter | 99 | 373 | 0.332 |
| multi-input combinational | 4240 | 34900 | 31.0 |
| sequential | 2173 | 63700 | 56.7 |
| tap | 3330 | 4170 | 3.71 |
| timing repair buffer | 289 | 2380 | 2.12 |
==> power by group <==
| part | switching [uW] | leakage (uW) | total [uW] | internal [uW] |
|---|---|---|---|---|
| logic | 1.28 | 0.0140 | 1.77 | 0.477 |
| registers | 0.473 | 0.0198 | 2170 | 2170 |
| clock network | 785 | 0.00330 | 1790 | 1000 |
==> worst max path at each step <==
stage	start	endpoint	slack [ps]	cells after the start
final	data_path.pc_reg.pc[2]	pc[2]	32410	1
after global routing	data_path.pc_reg.pc[2]	pc[2]	32340	1
after CTS	data_path.pc_reg.pc[2]	pc[2]	32370	1
==> metrics by stage <==
| step | util [%] | instance area, um^2 | std cells | setup slack (ps) |
|---|---|---|---|---|
| 3_5_place_dp | 42.4 | 106000 | 10100 | 33080 |
| 4_1_cts | 45.2 | 112000 | 10500 | 32370 |
| 5_1_grt | 45.2 | 112000 | 10500 | 32340 |
| 6_report | 45.2 | 112000 | 10500 | 32410 |
| 2_1_floorplan | - | 100000 | 7020 | 34030 |
| 3_3_place_gp | 42.4 | 106000 | 10100 | 33120 |
Power is estimated from default activity; no workload was simulated.
